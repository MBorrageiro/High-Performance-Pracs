## flow/run.sh

```bash
#!/bin/bash
# OpenROAD 26Q1-2900-gdf79404cd8, Yosys 0.63+post, stock flow scripts
make -C /OpenROAD-flow-scripts/flow DESIGN_CONFIG=/design/flow/config.mk WORK_HOME=/design/flow/orfs finish
```

## flow/config.mk

```make
export PLATFORM = sky130hd
export DESIGN_NAME = WallClock
export DESIGN_NICKNAME = WallClock
export VERILOG_FILES = /design/flow/design.v
export SDC_FILE = /design/flow/constraint.sdc
export NUM_CORES = 4
export LEC_CHECK = 1
export CORE_UTILIZATION = 40
```

## flow/constraint.sdc

```tcl
current_design WallClock

set clk_period 5.5
set clk_io_pct 0.2

create_clock -name clk0 -period $clk_period [get_ports {CLK100MHZ}]

set non_clock_inputs [all_inputs -no_clocks]
set_input_delay [expr $clk_period * $clk_io_pct] -clock clk0 $non_clock_inputs
set_output_delay [expr $clk_period * $clk_io_pct] -clock clk0 [all_outputs]
```

## flow/design.v

```verilog
`timescale 1ns / 1ps
module WallClock(
	input CLK100MHZ,  
	input [3:0] sw,   
	output [5:0] LED,  
	output [3:0] minUn,
	output [3:0] min10,
	output [3:0] hourUn,
	output [3:0] hour10
);
	wire MButton;
	wire HButton;
	wire [25:0] w_secondsCounter;
    reg [3:0]r_hours1 = 4'd0;
	reg [3:0]r_hours2 = 4'd0;
	reg [3:0]r_mins1 = 4'd0;
	reg [3:0]r_mins2 = 4'd0;
	wire w_divided_clk;
	reg r_secReset = 1'b0;      
	reg [5:0] r_seconds = 6'd0;       
	reg r_minIncF = 1'b0;       
	reg r_hourIncF = 1'b0;      
	reg currentClk = 0;
	reg prevClk = 0;
    clock_divider secondsClk(
	   .clk(CLK100MHZ),
	   .divided_clk(w_divided_clk)
	);
	always @(posedge CLK100MHZ) begin
	   prevClk <= currentClk;
	   currentClk <= w_divided_clk;
	    if(r_secReset)begin
	       r_secReset <= 1'b0;
	     end
	    else if(currentClk == ~prevClk)begin
		      if(r_seconds == 6'd59)begin
		          r_seconds <= 6'd0;
		          r_minIncF <= 1'b1;
		          r_secReset <= 1'b1;
		       end
		      else begin
		          r_seconds <= r_seconds + 1'd1;
		          r_secReset <= 1'b1;
		       end
		  end
		 else if (r_minIncF)begin
		      if((r_mins2 == 4'd5)&&(r_mins1 == 4'd9))begin
		          r_mins2 <= 4'd0;
		          r_mins1 <= 4'd0;
		          r_hourIncF <= 1'b1;
		          r_minIncF <=1'b0;
		       end
		      else if(r_mins1 == 4'd9)begin
		          r_mins2 <= r_mins2 + 4'd1;
		          r_mins1 <= 4'd0;
		          r_minIncF <=1'b0;
		       end
		       else begin
		          r_mins2 <= r_mins2;
		          r_mins1 <= r_mins1 + 4'd1;
		          r_minIncF <=1'b0;
		        end
		  end
		  else if(r_hourIncF)begin
		      if((r_hours2 == 4'd2)&&(r_hours1 == 4'd3))begin
		          r_hours2 <= 4'd0;
		          r_hours1 <= 4'd0;
		          r_hourIncF <= 1'b0;
		       end
		      else if(r_hours1 == 4'd9)begin
		          r_hours2 <= r_hours2 + 4'd1;
		          r_hours1 <= 4'd0;	       
		          r_hourIncF <= 1'b0;
		       end
		       else begin
		          r_hours2 <= r_hours2;
		          r_hours1 <= r_hours1 + 4'd1;
		          r_hourIncF <= 1'b0;
		        end
		   end
	end
	assign LED[5:0] = r_seconds;
	assign minUn[3:0] = r_mins1;
	assign min10[3:0] = r_mins2;
	assign hourUn[3:0] = r_hours1;
	assign hour10[3:0] = r_hours2;
endmodule  
`timescale 1ns / 1ps
module clock_divider(
    input wire clk,          
    output reg divided_clk = 0   
);
localparam divider = 2; 
integer counter_val = 0;
always@ (posedge clk)begin
    if(counter_val == divider)begin
        counter_val <= 0;
        divided_clk <= ~divided_clk; end
    else begin
        counter_val <= counter_val +1;
        divided_clk <= divided_clk; end
end
endmodule
```

==> notes.md <==
Numbers from the implementation run.

The cell chosen for the clock root is clkbuf_8. The power report puts the leakage power at around 1.1 nW. The wire length of the first global-routing pass is between 7 and 8 mm.

The post-CTS hold buffer count recorded in the log is 0. The height of the chip is 83.20 um. The synthesized design contains around 60 register bits. The final worst slack is 3129 ps. The row count is 29. According to the Yosys statistics, the synthesized design has a chip area of between 2000 and 3000 um2. For this run, the leading register cell type out of synthesis is dfxtp_1.

The number of enable-type register cells in the synthesized netlist is 25. The I/O pin count is 27. The synthesized netlist was found by Yosys to have about 240 cells. The starting utilization of the core area is between 40% and 50%. The total placed instance area is roughly 3000 um2. The total count of max-transition violations in the final report is 0. The relative slew slack is between 40 and 50%. Per the GRT congestion report, total overflow comes to 0. The timing report attributes the biggest portion of critical-path delay to buffers and inverters.

The type of the worst setup path is reg2out. Total power normalized to cell area comes to between 200 and 250 nW/um2. The worst setup timing slack at the placement stage is about 3300 ps. Counting instances in the post-synthesis netlist gives the leading cell types as 35 x dfxtp_1, 33 x xnor2_1, 29 x nor2_1, 25 x edfxtp_1. At the pin with the least slew margin, the transition time is roughly 790 ps. The final wirelength is 3.932 mm. After routing the design area is approximately 3100 um2. The clock H-tree reported by CTS has 3 levels. The half-perimeter wire length after placement is 2.686 mm. The die boundary width is between 80 and 90 um. Setup repair after global routing left no endpoint under its margin.

The flow ran to the end, and the final reports show no timing, DRC or antenna violations. The time the worst path needs with I/O delays and setup is around 2400 ps. The via count of the first global-routing pass is between 1.5k and 2k. The post-CTS setup repair buffer count is 0. For this design, the slowest cell found on the critical path is clkdlybuf4s50_1. The largest stage delay on the critical path is around 500 ps. The final count of negative-setup-slack endpoints is 0. The buffer_ports step reported a buffer count of 22. The critical path endpoint category is a primary output. The min-delay analysis places its worst path in the category reg2reg.

The DRC violation count after routing is 0. The area of the mapped netlist is 2638 um2. For this block, the via count after detailed routing is 1688.

The timing report notes that buffer and inverter cells on the critical path total 1. The highest clock rate this design can be run at is between 0.4 and 0.5 GHz. The setup skew after layout is approximately 8.6 ps. The worst path required time is between 4000 and 5000 ps. Synthesis instantiated 30 different standard cells from the library. The clock tree has to reach about 60 sinks. The post-detailed-route count of antenna-violating nets is 0. The filler cell count in the final layout is 564. CTS added clock buffers totalling 9. The timing report gives the worst reg2reg path a setup slack of 3240 ps. Across all hold checks on the routed design, the worst slack comes to between 300 and 400 ps.

Counting tap cells, the placed design contains a total of 335 instances. The final design utilization is about half. In this run the full chip footprint comes out at 6922 um2. The count of cells in the finished layout, fillers not included, comes to 351. The antenna diode instance count is 0. In the post-synthesis netlist, the biggest area contributors are edfxtp_1 28%, dfxtp_1 27%, xnor2_1 11%.

The number of detailed-routing iterations run before antenna repair is 4. The count of mapped cells out of synthesis is approximately 240. The per-instance average area after synthesis is 11.13 um2. The TritonCTS clock tree is done. The report shows a maximum critical-path fanout of 6.

The yosys synthesis warning count is 2. After clock tree synthesis, the clock-pin slew on the worst setup and hold paths is 60 ps. The most frequently used library cell after synthesis is dfxtp_1. The average wire per standard cell is approximately 11 um. The count of tool warnings is 34. The share of flip-flops with an asynchronous set or reset after synthesis is 0%.

The launching element type of the critical path is a flip-flop. The cell sequence reported for the critical path is clkdlybuf4s50_1. For the final routed database, the setup TNS stands at 0 ps. The final estimated routing congestion in global placement is between 0.7 and 0.8.

The starting DRC count in detailed routing is between 70 and 80. For the worst-skew pair, the clock arrives at the later sink with an insertion delay of roughly 330 ps. The total chip power is around 770 uW. The final timing report lists a hold violation count of 0. The largest total area in the synthesized netlist belongs to edfxtp_1. The number of maximum-capacitance violations is 0. For this run, the total global-route usage over all layers was measured as around an eighth.

The number of antenna violations at the first check in global routing is 0. The layout summary lists the proportion of cells stronger than drive strength 1 as under 10%. The largest net degree at the start of global routing is 11. At the worst endpoint, the arrival time is ~1300 ps. The worst VDD IR drop from the latest analysis is between 0.00015 and 0.0002 V.

The fraction of the yosys area taken by sequential cells is 55.03%. The clock passes through at most 2 buffers. The total core area is around 6300 um2. The post-cts repair resize count is 0. The post-layout period usage of the worst path is 43.12%. In this run the biggest area consumer among cell types represents between 20% and 30% of the synthesized area. Per the detail_route report, vias per standard cell equal slightly below 5. The synthesis-to-layout area growth is 17.55%.
[state kept, by name, summed over array words and instances, names as in the netlist]
register / count
r_seconds: 6
r_hourIncF: 1
r_mins1: 4
r_secReset: 1
secondsClk.divided_clk: 1
r_mins2: 4
currentClk: 1
secondsClk.counter_val: 32
r_minIncF: 1
prevClk: 1
r_hours1: 4
r_hours2: 4
[layout by cell type (no fill, tap or decap), types with 4 or more instances in the layout]
master	count
clkinv_1	4
xor2_1	8
nand2_1	18
and4_1	4
and3_1	4
nor2_1	29
clkdlybuf4s50_1	22
dfxtp_1	35
xnor2_1	33
edfxtp_1	25
nor4_1	7
nand4_1	10
inv_1	9
ha_1	11
nand3_1	18
clkbuf_8	9
[final timing paths]
kind | endpoint | startpoint | cells after the start
max | minUn[2] | r_mins1[2]$_SDFFCE_PP0P_ | 1
min | prevClk$_DFF_P_ | currentClk$_DFF_P_ | 0
max reg2reg | r_hours2[1]$_SDFFCE_PP0P_ | r_hours1[0]$_SDFFCE_PP0P_ | 5
min reg2reg | prevClk$_DFF_P_ | currentClk$_DFF_P_ | 0
[where the power goes]
| part | internal [mW] | switching, mW | leakage [nW] | total [mW] |
|---|---|---|---|---|
| registers | 0.460 | 0 | 0.573 | 0.460 |
| clock network | 0.157 | 0.156 | 0.0773 | 0.312 |
| logic | 0 | 0 | 0.432 | 0.000000432 |
| total | 0.616 | 0.156 | 1.08 | 0.772 |
[kinds of logic after synthesis]
kind of cell    after synthesis  synth area share, %
xor+xnor                     41                13.62
simple gates                108                22.96
compound gates                6                1.328
buf+inv                      10                1.470
fa+ha+maj                    11                5.218
flops                        60                55.03
mux                           1               0.3795
[final cells by class]
type	count	area [um2]	share of cell area [%]
tap	77	96.34	3.107
clock inverter	5	20.02	0.6457
timing repair buffer	22	220.2	7.103
multi-input combinational	167	1147	37.01
inverter	9	33.78	1.090
clock buffer	11	131.4	4.237
sequential	60	1451	46.81
[metal layers]
metal	GRT usage [%]	share of wire, %	routed length, um
met3	3.835	5.0	196
met1	20.86	51	2023
met2	18.48	42	1664
met5	0	0	0
met4	1.567	1.2	48
Power and IR drop assume default switching activity.
