**design/flow/config.mk**
```make
export PLATFORM = sky130hd
export DESIGN_NAME = SS_Driver
export DESIGN_NICKNAME = SS_Driver
export VERILOG_FILES = /design/flow/design.v
export SDC_FILE = /design/flow/constraint.sdc
export NUM_CORES = 4
export LEC_CHECK = 1
export CORE_UTILIZATION = 40
```
**design/flow/constraint.sdc**
```tcl
current_design SS_Driver

set clk_period 3.6
set clk_io_pct 0.2

create_clock -name clk0 -period $clk_period [get_ports {Clk}]

set non_clock_inputs [all_inputs -no_clocks]
set_input_delay [expr $clk_period * $clk_io_pct] -clock clk0 $non_clock_inputs
set_output_delay [expr $clk_period * $clk_io_pct] -clock clk0 [all_outputs]
```
**design/flow/design.v**
```verilog
module BCD_Decoder(
    input [3:0]BCD,
    output reg [6:0]SevenSegment
);
always @(BCD) 
begin
case(BCD)
    4'd0 : SevenSegment <= 7'b0111111;   
    4'd1 : SevenSegment <= 7'b0000110;   
    4'd2 : SevenSegment <= 7'b1011011;   
    4'd3 : SevenSegment <= 7'b1001111;   
    4'd4 : SevenSegment <= 7'b1100110;   
    4'd5 : SevenSegment <= 7'b1101101;   
    4'd6 : SevenSegment <= 7'b1111101;   
    4'd7 : SevenSegment <= 7'b0000111;   
    4'd8 : SevenSegment <= 7'b1111111;   
    4'd9 : SevenSegment <= 7'b1101111;
default: SevenSegment <= 7'b0000000;
endcase
end
endmodule 
`timescale 1ns / 1ps
module PWM(
    input clk,			 
    input [7:0] pwm_in,  
    output pwm_out 	     
);
reg [15:0] count = 0;
reg [15:0] duty_cycle = 50;
always @(posedge clk)begin    
    if(pwm_in & 8'b10000000)  
        duty_cycle <= 58982;
    else if (pwm_in & 8'b01000000)  
        duty_cycle <= 52429;
    else if (pwm_in & 8'b00100000)  
        duty_cycle <= 45875;
    else if (pwm_in & 8'b00010000)  
        duty_cycle <= 39322;
    else if (pwm_in & 8'b00001000)  
        duty_cycle <= 32768;
    else if (pwm_in & 8'b00000100)  
        duty_cycle <= 26214;
    else if (pwm_in & 8'b00000010)  
        duty_cycle <= 19661;
    else if (pwm_in & 8'b00000001)  
        duty_cycle <= 13107;
    else 
        duty_cycle <= 50;
end    
always @(posedge clk) begin
    count <= count +1;	
end
assign pwm_out = (count < duty_cycle) ? 0:1;
endmodule
module SS_Driver(
    input Clk, Reset,
    input [3:0] BCD3, BCD2, BCD1, BCD0,  
    input wire [7:0] w_pwmIn, 
    output reg [3:0] SegmentDrivers = 4'h1,  
    output reg [7:0] SevenSegment  
);
wire [6:0]SS[3:0];
reg [3:0]prevAnode = 4'b0000;
BCD_Decoder BCD_Decoder0 (BCD0, SS[0]);
BCD_Decoder BCD_Decoder1 (BCD1, SS[1]);
BCD_Decoder BCD_Decoder2 (BCD2, SS[2]);
BCD_Decoder BCD_Decoder3 (BCD3, SS[3]);
wire w_pwmOut;
reg currPWM = 0;
reg prevPWM = 0;
PWM PWM1(Clk,w_pwmIn, w_pwmOut);
reg [16:0]Count = 0;
always @(posedge Clk) begin
 Count <= Count + 1'b1;
 prevPWM <= currPWM;
 currPWM <= w_pwmOut;
 if ( Reset) SegmentDrivers <= 4'hE;
 else if(prevPWM == ~currPWM)begin
    SegmentDrivers <= prevAnode; 
    prevAnode <= SegmentDrivers;
 end
 else if(&Count) SegmentDrivers <= {SegmentDrivers[2:0], SegmentDrivers[3]};
end
always @(*) begin  
    SevenSegment[7] <= 1'b1;  
    if (Reset) begin
        SevenSegment[6:0] <= 7'h7F;  
    end else begin
        case(~SegmentDrivers)  
            4'h1 : SevenSegment[6:0] <= ~SS[0];  
            4'h2 : SevenSegment[6:0] <= ~SS[1];  
            4'h4 : SevenSegment[6:0] <= ~SS[2];
            4'h8 : SevenSegment[6:0] <= ~SS[3];
            default: SevenSegment[6:0] <= 7'h7F;
        endcase
    end
end
endmodule
```
**design/flow/run.sh**
```bash
#!/bin/bash
# OpenROAD 26Q1-2900-gdf79404cd8, Yosys 0.63+post, stock flow scripts
make -C /OpenROAD-flow-scripts/flow DESIGN_CONFIG=/design/flow/config.mk WORK_HOME=/design/flow/orfs finish
```
==> flow_metrics.py <==
# Flow results
metrics = {
    "status": {
        "status": "finished clean",
    },
    "flow_run": {
        "warnings": 45,
        "maxCapViolations": 0,
    },
    "clocking": {
        "cts_num_sinks": 52,
        "cts_setup_buffers": 0,
        "cts.clk_slew.worst_paths_ns": 0.08,
        "cts_buffer_depth": 2,
        "htreeDepth": 2,
        "cts_tree": "yes",
        "clock_latency_ns": 0.29,
        "cts_made_buffers": 5,
        "cts_root_buf": "clkbuf_8",
    },
    "critical_path": {
        "crit_top_cell": "clkdlybuf4s50_1",
        "crit_slowest_cell": "or4_1",
        "crit_path_end_kind": "primary output",
        "crit_chain": "clkdlybuf4s50_1 -> inv_1 -> buf_4 -> ha_4 -> nand2b_1 -> a21oi_2 -> o22ai_1 -> or4_1 -> clkdlybuf4s50_1",
        "r2r_setup_slack_ns": 1.52,
        "critical_path_class": "primary input to primary output",
        "cp_data_arrival_time_ns": 2.83,
        "required_ns": 2.88,
        "critPathMaxStageDelay_ns": 0.50,
        "cp_max_fo": 3,
        "worst_r2r_path_depth": 7,
        "cp-start-kind": "primary input",
    },
    "yosys": {
        "edf_count": 4,
        "avgSynthCellArea_um2": 9.008,
        "asyncSetResetFlopFracSynth_pct": 0,
        "ys_top_cells_by_count": "dfxtp_1 (48), ha_1 (42), a21oi_1 (35), inv_1 (30), xnor2_1 (20)",
        "syn-cell-area_um2": 3162,
        "yosys_warnings": 3,
        "synth.distinct_cells": 45,
        "ff_type": "dfxtp_1",
        "synth_chip_area_um2": 3162,
        "netlist_instances": 351,
        "ys_top_cells_by_area": "dfxtp_1 (30%), ha_1 (17%), a21oi_1 (5.5%)",
        "yosysTopAreaCellShare_pct": 30.39,
        "netlist.top_cell.by_area": "dfxtp_1",
        "ys_seq_share_pct": 34.19,
        "yosysCellCount": 351,
        "top_cell": "dfxtp_1",
        "synth_flops": 52,
    },
    "power_and_ir_drop": {
        "peakVddDrop_uv": 213.2,
        "design_power_total_uw": 1117,
        "p_per_area_nw_per_um2": 292.4,
        "p_leak_uw": 0.001647,
    },
    "place": {
        "io_buffers": 36,
        "dp_worst_setup_slack_ns": -0.01849,
        "routabilityCongestion": 0.7964,
        "dp_hpwl_mm": 4.360,
    },
    "cells_and_area": {
        "logic_area_um2": 1952,
        "nFillCells": 723,
        "ff_latch_area_um2": 1081,
        "areaGrowthSynthToFinish_pct": 20.85,
        "drive_gt1_share_pct": 8.081,
    },
    "floorplan": {
        "dieHeight_um": 90.91,
        "core_area_um2": 7687,
        "die_area_um2": 8264,
        "initCoreUtil_pct": 41.13,
        "num_rows": 32,
        "die_width_um": 90.91,
        "io_pins": 38,
    },
    "detailed_routing": {
        "drt_wl_total_mm": 5.667,
        "wl_per_cell_um": 11.38,
        "via_per_inst": 4.936,
        "antennaDiodeCount": 0,
        "drc_errors": 0,
        "drtIter0Drc": 64,
        "firstDrtPassIters": 4,
        "ant_nets": 0,
        "vias": 2458,
    },
    "timing": {
        "fin_worst_skew_ns": 0.004441,
        "fin_crit_sh_pct": 98.58,
        "slew_violations": 0,
        "setup_viol_count_final": 0,
        "fmax_mhz": 281.8,
        "tns_ns": 0,
        "finalHoldViolCount": 0,
        "setup_ws_ns": 0.05116,
        "slew_headroom_pct": 57.38,
        "period_minus_slack_ns": 3.549,
        "worst_slew_pin_slew_ns": 0.6372,
    },
    "global_routing": {
        "grtUsageTotal_pct": 14.67,
        "grt_first_pass_wirelength_mm": 10.07,
        "grt_antenna_before_repair": 0,
        "grt_pass1_vias": 2245,
        "grt_overflow": 0,
        "grt_max_degree": 16,
    },
    "hold_path": {
        "min_path_type": "flop to flop",
        "whs_path_depth": 0,
    },
}
## cell families after synthesis
logic type | synth area share [%]
AOI/OAI and AO/OA | 14.60
other | 0.1186
buffers and inverters | 5.263
xor gates and xnor gates | 8.548
and+or+nand+nor | 19.07
adders and majority gates | 16.62
DFF | 34.19
muxes | 1.583
## worst paths after layout
path               startpoint                        endpoint
min           currPWM$_DFF_P_                 prevPWM$_DFF_P_
min reg2reg   currPWM$_DFF_P_                 prevPWM$_DFF_P_
max                   BCD3[1]                 SevenSegment[0]
max reg2reg  Count[2]$_DFF_P_  SegmentDrivers[2]$_SDFFE_PP1P_
## registers in the layout, summed over array words and instances, names as in the netlist
signal           flops
prevPWM              1
SegmentDrivers       4
PWM1.duty_cycle      9
PWM1.count          16
prevAnode            4
currPWM              1
Count               17
## cells in the final DEF (no fill, tap or decap), types with 10 or more instances in the layout
| cell | synthesis | layout |
|---|---|---|
| o22ai_1 | 11 | 11 |
| clkdlybuf4s50_1 | 0 | 34 |
| inv_1 | 30 | 28 |
| a21oi_1 | 35 | 31 |
| nand2b_1 | 16 | 16 |
| dfxtp_1 | 48 | 48 |
| nand2_1 | 17 | 17 |
| nand3_1 | 15 | 15 |
| ha_1 | 42 | 41 |
| nor2_1 | 19 | 19 |
| buf_4 | 1 | 10 |
| xnor2_1 | 20 | 20 |
## critical path, delay by kind of cell
| family | cells | cell delay [ns] |
|---|---|---|
| and+or+nand+nor | 2 | 0.65 |
| AOI/OAI and AO/OA | 2 | 0.22 |
| adders and majority gates | 1 | 0.14 |
| buffers and inverters | 4 | 1.10 |
## timing repair
action                                  4_1_cts  5_1_grt
hold buffers                                  0        0
endpoints found under the setup margin        2        3
pin swaps                                     0        1
resized                                       3        9
## layer usage
metal	part of all wire (%)	wire, um	up-vias	global-route usage [%]
li1	-	-	1323	-
met1	53	2980	1092	23.61
met2	42	2397	37	21.97
met3	4.0	227	6	2.228
met4	1.1	61	0	1.455
met5	0	0	-	0
## power breakdown
part	switching, uW	leakage (uW)	internal (uW)
clock network	174	0.0000552	206
registers	1.23	0.000424	587
logic	71.1	0.00117	78.1
## stage by stage
stage                     utilization, %  area (um^2)  hold slack, ns  std cells
final                              49.71         3821          0.3679        498
after global routing               49.71         3821          0.3820        498
after CTS                          49.28         3789          0.3700        498
after detailed placement           47.75         3671          0.3619        490
after global placement             47.75         3671          0.3554        490
after floorplan                        -         3162          0.3489        351
## final cells by class
cell class | instances | area share, %
clock inverter | 2 | 0.9168
tap | 102 | 3.340
multi-input combinational | 260 | 51.08
inverter | 30 | 2.947
clock buffer | 6 | 1.899
timing repair buffer | 46 | 11.53
sequential | 52 | 28.29
Power figures rest on the tool's default switching activity, not on a simulated workload.
